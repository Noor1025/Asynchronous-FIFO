==> flow/run.sh <==
#!/bin/bash
# OpenROAD 26Q1-2900-gdf79404cd8, Yosys 0.63+post, stock flow scripts
make -C /OpenROAD-flow-scripts/flow DESIGN_CONFIG=/design/flow/config.mk WORK_HOME=/design/flow/orfs finish
==> flow/constraint.sdc <==
current_design Sync_fifo

set clk_period 3.8
set clk_io_pct 0.2

create_clock -name clk0 -period $clk_period [get_ports {clk}]

set non_clock_inputs [all_inputs -no_clocks]
set_input_delay [expr $clk_period * $clk_io_pct] -clock clk0 $non_clock_inputs
set_output_delay [expr $clk_period * $clk_io_pct] -clock clk0 [all_outputs]
==> flow/design.v <==
module Sync_fifo(clk,reset,write_enable,read_enable,trans_data,recv_data,fifo_full,fifo_empty);
parameter address_bus_length = 4;
parameter data_bus_length = 8;
parameter fifo_depth = 2**address_bus_length;
input clk,reset;
input write_enable,read_enable;
input[data_bus_length-1:0] trans_data;
output[data_bus_length-1:0] recv_data;
output fifo_full,fifo_empty;
reg[data_bus_length-1:0] fifo[fifo_depth-1:0];
reg[address_bus_length:0] wptr,rptr;
always@(posedge clk)
begin
if(reset)
begin
wptr <= 5'b00000;
rptr <= 5'b00000;
end
else
if((~fifo_full) & write_enable)
begin
fifo[wptr[address_bus_length-1:0]] <= trans_data;
wptr <= wptr+1;
end
if((~fifo_empty) & read_enable)
rptr <= rptr+1;
end
assign recv_data = fifo[rptr[address_bus_length-1:0]];
assign  fifo_full  = ((wptr[address_bus_length-1:0] == rptr[address_bus_length-1:0]) && (wptr[address_bus_length] ^ rptr[address_bus_length]));
assign  fifo_empty = ((rptr[address_bus_length-1:0] == wptr[address_bus_length-1:0]) && (~(rptr[address_bus_length]^wptr[address_bus_length])));
endmodule
==> flow/config.mk <==
export PLATFORM = sky130hd
export DESIGN_NAME = Sync_fifo
export DESIGN_NICKNAME = Sync_fifo
export VERILOG_FILES = /design/flow/design.v
export SDC_FILE = /design/flow/constraint.sdc
export NUM_CORES = 4
export LEC_CHECK = 1
export CORE_UTILIZATION = 40
==> flow_summary.ini <==
; implementation run metrics
[outcome]
status = finished, final reports clean

[yosys]
syn_area_sq_um = 5820
ys_ff = 142
top_cell = edfxtp_1
synth.top_cell.area_share_pct = 68.6
yosys_cells = 283
syn_inst = 283
yosys_area_sq_um = 5820
common_cells = edfxtp_1, mux4_1, mux4_2, nand2_1, nor2_1
yosysTopAreaCell = edfxtp_1
seq_area_frac_synth_pct = 71.7
synth-edff-count = 133
post_synth_num_cell_types = 35
yosys_warnings = 1
avgSynthCellArea_sq_um = 20.6
postSynth.asyncResetShare_pct = 0
synth.area.top_cells = edfxtp_1, mux4_1, mux4_2
flop_cell = edfxtp_1

[cells_and_area]
stdcell_area_sq_um = 6950
drive_above_1_share_pct = 22.8
fin_cells = 522
area_growth_pct = 19.3

[clocking]
cts_made_buffers = 17
cts_tree = yes
htreeDepth = 4
cts.sinks = 142
cts_buffer_depth = 2
cts_setup_buffers = 0
cts_hold_buf = 0
clkTransAtPathRegs_ns = 0.06
insertion_delay_ns = 0.42
cts.repair.resized = 0
root_buffer = clkbuf_16

[power]
p_int_w = 0.00326
switching_share_pct = 25.0
seqPwrFrac_pct = 43.2
p_leak_nw = 2.27
power.density_nw_per_um2 = 625
pwr-share-clk_pct = 37.3
p_comb_share_pct = 19.5
power.switching_w = 0.00108
peakVddDrop_mv = 0.359

[final_timing]
hold_violations = 0
maxSlewViolCount = 0
fin_hold_ws_ns = 0.592
setup_viol = 0
clock_skew_ns = 0.00654
tightest_slew_ns = 0.761
min_period_ns = 3.57
slew_headroom_pct = 49.3
setup_tns_ns = 0
layout_setup_ws_ns = 0.229
clock.fmax_ghz = 0.280
fin_crit_sh_pct = 94.0
rsz0062_at_grt = false

[detailed_routing]
routedWlPerCell_um = 21.6
drc = 0
drt_pass1_iterations = 4
antenna_left = 0
antenna-diode-count = 0
route.vias.total = 2817
via_per_inst = 5.40
finalWirelength_mm = 11.3
dr.first_iter.drc_count = 275

[floorplan]
num_rows = 43
fp-utilization_pct = 41.5
die_x_um = 123
die_h_um = 123
coreArea_sq_um = 14000
ios = 22
die_area_sq_um = 15000

[grt]
grt_usage_pct = 17.6
grt_pass1_vias = 2919
met2_usage_pct = 27.4
antenna_found_initial = 0
grt_first_pass_wirelength_mm = 17.1
grtUsageMet3_pct = 8.87
use_met1_pct = 24.9
grt_busiest_layer = met2
grt-ovfl-total = 0
grt_start_max_net_pins = 33

[job]
cap_violations = 0
warnings = 28

[worst_setup_path]
crit_path_max_incr_delay_ns = 0.62
cp_max_fo = 15
critPathSlowestCell = dfxtp_2
cp_data_required_time_ns = 3.04
crit_path_end_kind = output port
crit_arrival_ns = 2.81
path_class = reg -> out
crit_chain = buf_4 -> mux4_1 -> mux4_2 -> clkdlybuf4s50_1
startpoint_type = register

[place]
gp_congestion = 0.815
placed_cells = 490
pre_cts_slack_ns = 0.625
place_hpwl_mm = 7.14
portBuffers = 21
placed_cell_area_sq_um = 6360

[min_path]
hold_path_class = reg -> reg
[cell families after synthesis]
logic type	count (synthesis)	share of synthesized area, %
DFF	142	71.7
buffers and inverters	20	2.13
and+or+nand+nor	49	4.17
adders and majority gates	5	1.07
muxes	45	17.9
xor gates and xnor gates	9	1.35
AOI/OAI and AO/OA	13	1.65
[critical path, delay by kind of cell (launching register included)]
kind | cells | cell delay (ns)
flops | 1 | 0.62
buf+inv | 2 | 0.70
mux | 2 | 1.06
[final timing paths]
path | endpoint | from | slack (ns) | depth (start not counted)
setup / recovery | recv_data[0] | register | 0.23 | 4
hold / removal | wptr[4]$_SDFFE_PP0P_ | wptr[4]$_SDFFE_PP0P_ | 0.59 | 2
setup reg to reg | fifo[8][2]$_DFFE_PP_ | wptr[3]$_SDFFE_PP0P_ | 1.01 | 5
hold reg to reg | wptr[4]$_SDFFE_PP0P_ | wptr[4]$_SDFFE_PP0P_ | 0.59 | 2
[flip-flops by register name, indices dropped and copies added, names as in the netlist, named ones only]
register,flops
fifo,128
wptr,5
rptr,5
[cells in the final DEF, fill, tap and decap left out, types with 2 or more instances in the layout]
master | netlist | routed
clkinv_4 | 0 | 2
nand2_1 | 11 | 11
nor4_2 | 0 | 8
mux2_1 | 2 | 2
nor2_1 | 11 | 11
inv_6 | 0 | 4
inv_1 | 5 | 5
clkinvlp_4 | 0 | 4
mux4_1 | 24 | 24
ha_1 | 5 | 5
xnor2_1 | 6 | 6
clkbuf_16 | 0 | 17
o2111ai_1 | 2 | 2
mux4_2 | 16 | 16
edfxtp_1 | 133 | 133
buf_4 | 0 | 21
dfxtp_1 | 9 | 8
mux2i_1 | 3 | 3
nand4_1 | 3 | 3
nand3_1 | 2 | 2
a21oi_1 | 3 | 3
nor3_1 | 10 | 10
bufinv_16 | 0 | 2
xor2_1 | 3 | 3
o21ai_2 | 2 | 2
clkdlybuf4s50_1 | 0 | 21
[stage by stage]
step / power (W) / utilization (%)
floorplan: 0.00244 / -
finish: 0.00434 / 49.5
detailed placement: 0.00277 / 45.3
CTS: 0.00439 / 49.5
global route: 0.00454 / 49.5
global placement: 0.00275 / 45.3
[area by class of cell]
class | count | area, sq um
multi-input cells | 121 | 1570
flip-flops and latches | 142 | 4180
inverters | 5 | 18.8
well taps | 180 | 225
repair buffers | 42 | 368
fillers | 1103 | 7090
clock buffers | 18 | 429
clock inverters | 14 | 158
[metal layers]
| metal | wire length [um] | part of all wire [%] |
|---|---|---|
| met2 | 5630 | 50 |
| met1 | 4460 | 40 |
| met3 | 1070 | 9.5 |
| met5 | 0 | 0 |
| met4 | 119 | 1.1 |
[power groups by stage]
stage | clock (W) | sequential (W) | combinational (W)
CTS | 0.00165 | 0.00188 | 0.000862
global route | 0.00172 | 0.00189 | 0.000930
finish | 0.00162 | 0.00188 | 0.000848
Power figures rest on the tool's default switching activity, not on a simulated workload.
