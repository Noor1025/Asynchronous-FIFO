File: flow/config.mk
export PLATFORM = sky130hd
export DESIGN_NAME = async_fifo
export DESIGN_NICKNAME = async_fifo
export VERILOG_FILES = /design/flow/design.v
export SDC_FILE = /design/flow/constraint.sdc
export NUM_CORES = 4
export LEC_CHECK = 1
export CORE_UTILIZATION = 40
File: flow/design.v
module async_fifo(
    tx_clk, tx_rst_n, wr_en, rx_clk, rx_rst_n, rd_en, fifo_full_o, fifo_empty_o, tx_data_i, rx_data_o
);
parameter ADDR_WIDTH = 4;
parameter DATA_WIDTH = 8;
parameter FIFO_DEPTH = 2**ADDR_WIDTH;
input tx_clk, rx_clk, tx_rst_n, rx_rst_n;
input wr_en, rd_en;
input [DATA_WIDTH-1:0] tx_data_i;
output [DATA_WIDTH-1:0] rx_data_o;
output fifo_full_o, fifo_empty_o;
reg [DATA_WIDTH-1:0] fifo_mem[FIFO_DEPTH-1:0];
reg [ADDR_WIDTH:0] wr_ptr, rd_ptr;
wire [ADDR_WIDTH:0] wr_ptr_gray_tx, rd_ptr_gray_rx;
reg [ADDR_WIDTH:0] wr_ptr_meta_rx, rd_ptr_meta_tx;
reg [ADDR_WIDTH:0] wr_ptr_gray_rx, rd_ptr_gray_tx;
wire [ADDR_WIDTH:0] wr_ptr_bin_rx, rd_ptr_bin_tx;
always @(posedge tx_clk or negedge tx_rst_n)
begin
    if (~tx_rst_n)
        wr_ptr <= 5'b00000;
    else if ((~fifo_full_o) & wr_en)
    begin
        fifo_mem[wr_ptr[ADDR_WIDTH-1:0]] <= tx_data_i;
        wr_ptr <= wr_ptr + 1;
    end
end
assign rx_data_o = fifo_mem[rd_ptr[ADDR_WIDTH-1:0]];
always @(posedge rx_clk or negedge rx_rst_n)
begin
    if (~rx_rst_n)
        rd_ptr <= 5'b00000;
    else if ((~fifo_empty_o) & rd_en)
        rd_ptr <= rd_ptr + 1;
end
assign wr_ptr_gray_tx = wr_ptr ^ (wr_ptr >> 1);
assign rd_ptr_gray_rx = rd_ptr ^ (rd_ptr >> 1);
always @(posedge tx_clk)
begin
    if (~tx_rst_n)
    begin
        rd_ptr_meta_tx <= 5'b00000;
        rd_ptr_gray_tx <= 5'b00000;
    end
    else
    begin
        rd_ptr_meta_tx <= rd_ptr_gray_rx;
        rd_ptr_gray_tx <= rd_ptr_meta_tx;
    end
end
always @(posedge rx_clk)
begin
    if (~rx_rst_n)
    begin
        wr_ptr_meta_rx <= 5'b00000;
        wr_ptr_gray_rx <= 5'b00000;
    end
    else
    begin
        wr_ptr_meta_rx <= wr_ptr_gray_tx;
        wr_ptr_gray_rx <= wr_ptr_meta_rx;
    end
end
assign wr_ptr_bin_rx = wr_ptr_gray_rx ^ (wr_ptr_gray_rx >> 1) ^ (wr_ptr_gray_rx >> 2) ^ (wr_ptr_gray_rx >> 3);
assign rd_ptr_bin_tx = rd_ptr_gray_tx ^ (rd_ptr_gray_tx >> 1) ^ (rd_ptr_gray_tx >> 2) ^ (rd_ptr_gray_tx >> 3);
assign fifo_full_o = ((wr_ptr[ADDR_WIDTH-1:0] == rd_ptr_bin_tx[ADDR_WIDTH-1:0]) && (wr_ptr[ADDR_WIDTH] ^ rd_ptr_bin_tx[ADDR_WIDTH]));
assign fifo_empty_o = ((rd_ptr[ADDR_WIDTH-1:0] == wr_ptr_bin_rx[ADDR_WIDTH-1:0]) && (~(rd_ptr[ADDR_WIDTH] ^ wr_ptr_bin_rx[ADDR_WIDTH])));
endmodule
File: flow/constraint.sdc
current_design async_fifo

set clk_period 3.9
set clk_io_pct 0.2

create_clock -name clk0 -period $clk_period [get_ports {rx_clk}]
create_clock -name clk1 -period $clk_period [get_ports {tx_clk}]

set non_clock_inputs [all_inputs -no_clocks]
set_input_delay [expr $clk_period * $clk_io_pct] -clock clk0 $non_clock_inputs
set_output_delay [expr $clk_period * $clk_io_pct] -clock clk0 [all_outputs]
File: flow/run.sh
#!/bin/bash
# OpenROAD 26Q1-2900-gdf79404cd8, Yosys 0.63+post, stock flow scripts
make -C /OpenROAD-flow-scripts/flow DESIGN_CONFIG=/design/flow/config.mk WORK_HOME=/design/flow/orfs finish
==> flow_metrics.tcl <==
# metrics dict for downstream scripts
set metrics [dict create \
    status "complete, no violations" \
    core_area_sq_um 15300 \
    rr_startpoint "wr_ptr[3]" \
    worst_setup_path_end_kind "output port" \
    die_area_sq_um 16300 \
    grt_max_degree 28 \
    place.gp.congestion 0.831 \
    async_reset_ff_frac 0.0633 \
    hold_violations 0 \
    io_buffers 22 \
    final-max-slew-violation-count 0 \
    numSynthFlops 158 \
    clk_pin_slew_ps 50 \
    mostFrequentLayoutCell "edfxtp_1" \
    globalRouteOverflowTotal 0 \
    die_w_um 128 \
    rsz0062_at_grt "false" \
    die_y_um 128 \
    ys_cells 413 \
    synth_seq_share 0.712 \
    skew_ps 10.1 \
    ioPinCount 24 \
    cp_max_fo 8 \
    syn_inst 413 \
    path_class "reg -> out" \
    path_buffers 2 \
    worstPathCellList "inv_1, ha_1, or3_1, o32a_1, a21oi_2, mux2_2, clkdlybuf4s50_1" \
    min_path_type "reg -> reg" \
    mostFrequentLayoutCells "edfxtp_1, buf_4, a22o_1" \
    drive_gt1_frac 0.145 \
    syn_area_per_cell_sq_um 15.3 \
    synth.distinct_cells 48 \
    syn-cell-area_sq_um 6310 \
    totalWireLength_um 13400 \
    drt-initial-drc-count 311 \
    hold_start "wr_ptr_meta_rx[4]" \
    p_leak_nw 2.73 \
    cp.required_ps 3120 \
    drc 0 \
    area_delta_synth_final_pct 20.2 \
    detail-route-antenna-nets 0 \
    cts_tree "built" \
    drtPass1Iterations 6 \
    initCoreUtil 0.412 \
    critical_path.startpoint "rd_ptr[3]" \
    grt_usage 0.189 \
    cp-start-kind "register" \
    vias_per_cell 5.31 \
    utilization 0.495 \
    grt_pass1_vias 3834 \
    post_cts_resized 0 \
    ir_worst_vdd_uv 408 \
    yosys_warnings 2 \
    ys_area_sq_um 6310 \
    ctsHoldBuffers 0 \
    edf_count 128 \
    drv_cap 0 \
    grt_pass1_wl_um 21200 \
    antenna_found_initial 0 \
    nFillCells 1300 \
    max_stage_delay_ps 480 \
    finalSetupTns_ps 0 \
    critPathArrivalTime_ps 2930 \
    critical-path-top-delay-family "AND-OR/OR-AND gates" \
    hpwl_um 8300 \
    wire_per_inst_um 19.6 \
    cts_setup_buffers 0 \
    cts.sink_count 158 \
    powerDensity_nw_per_um2 759 \
    relSlewSlack 0.536 \
    setup_viol 0 \
    warnings 38 \
    vias 3645 \
    ys.flop_type "edfxtp_1" \
    antenna_cells_inserted 0 \
    worst_pin_slew_ps 696 \
    placementRows 45 \
    critPathSlowestCell "dfrtp_1" \
]
-- logic make-up after synthesis --
group | Yosys count | share of synthesized area
buffers and inverters | 36 | 0.0232
AND/OR/NAND/NOR | 89 | 0.0779
XOR/XNOR | 19 | 0.0287
AND-OR/OR-AND | 89 | 0.115
flip-flops | 158 | 0.712
adder cells (fa/ha/maj) | 18 | 0.0357
multiplexers | 4 | 0.00694
-- path summary, 6_finish.rpt --
| path | cells past startpoint | end | slack, ps |
|---|---|---|---|
| max in group asynchronous | 1 | rd_ptr[0] | 2700 |
| min in group clk1 | 1 | rd_ptr_gray_tx[3] | 430 |
| min in group asynchronous | 1 | wr_ptr[4] | 740 |
| min reg2reg | 1 | wr_ptr_gray_rx[4] | 430 |
| max | 7 | rx_data_o[6] | 190 |
| max in group clk1 | 4 | fifo_mem[7][2] | 1490 |
| min | 1 | wr_ptr_gray_rx[4] | 430 |
| max reg2reg | 6 | fifo_mem[12][1] | 1680 |
-- area by class of cell --
class / count / area (sq um) / share of cell area
clock buffers: 21 / 504 / 0.0665
clock inverters: 14 / 171 / 0.0226
inverters: 14 / 52.6 / 0.00693
multi-input cells: 219 / 1670 / 0.220
flip-flops and latches: 158 / 4490 / 0.592
well taps: 211 / 264 / 0.0348
repair buffers: 50 / 430 / 0.0567
-- stage by stage --
stage / setup WS (ps) / cell area, sq um / hold WS (ps) / total power [mW] / std cells
final: 186 / 7590 / 431 / 5.76 / 687
after global routing: 67.3 / 7590 / 445 / 6.08 / 687
after CTS: 185 / 7590 / 430 / 5.80 / 687
after detailed placement: 470 / 6910 / 418 / 3.98 / 652
after global placement: 514 / 6910 / 416 / 3.97 / 652
after floorplan: 1120 / 6310 / 412 / 3.27 / 413
-- report_power, final --
group          internal, mW  switching, mW
Combinational         0.825          0.962
Sequential             2.01          0.150
Clock                  1.14          0.665
Total                  3.98           1.78
-- cells in the mapped netlist, drive strengths merged, types with 11 or more instances --
master,n,area share
ha,18,0.036
clkbuf,18,0.011
nand2,22,0.013
inv,14,0.0083
and2,21,0.021
a22o,25,0.035
dfxtp,20,0.063
xnor2,11,0.015
edfxtp,128,0.61
nor3,16,0.013
a222oi,16,0.025
a22oi,23,0.028
-- flip-flops by register name (all words and copies together), names as in the netlist --
register        cells
wr_ptr_meta_rx      5
rd_ptr              5
wr_ptr              5
wr_ptr_gray_rx      5
rd_ptr_gray_tx      5
fifo_mem          128
rd_ptr_meta_tx      5
-- routing by layer --
layer	up-vias	global-route usage	wire (um)
li1	1715	-	-
met2	156	0.284	6350
met5	-	0	0
met3	11	0.103	1340
met1	1763	0.265	5610
met4	0	0.0235	127
No activity file was given, so power comes from the tool's default toggle rates.
